$ cat run.sh
#!/bin/bash
# OpenROAD 26Q1-2900-gdf79404cd8, Yosys 0.63+post, stock flow scripts
make -C /OpenROAD-flow-scripts/flow DESIGN_CONFIG=/design/flow/config.mk WORK_HOME=/design/flow/orfs finish
$ cat config.mk
export PLATFORM = sky130hd
export DESIGN_NAME = blinky_lut
export DESIGN_NICKNAME = blinky_lut
export VERILOG_FILES = /design/flow/design.v
export SDC_FILE = /design/flow/constraint.sdc
export NUM_CORES = 4
export LEC_CHECK = 1
export CORE_UTILIZATION = 50
$ cat constraint.sdc
current_design blinky_lut

set clk_period 8.2
set clk_io_pct 0.2

create_clock -name clk0 -period $clk_period [get_ports {clk}]

set non_clock_inputs [all_inputs -no_clocks]
set_input_delay [expr $clk_period * $clk_io_pct] -clock clk0 $non_clock_inputs
set_output_delay [expr $clk_period * $clk_io_pct] -clock clk0 [all_outputs]
$ cat design.v
module blinky_lut (
    input  logic        clk,      
    input  logic        rst,      
    input  logic [3:0]  sw,       
    output logic        led0
);
    logic [3:0] sw_ff1, sw_ff2;
    always_ff @(posedge clk) begin
        sw_ff1 <= sw;        
        sw_ff2 <= sw_ff1;    
    end
    wire [3:0] sw_sync = sw_ff2;
    logic [31:0] target_next;  
    always_comb begin
        unique case (sw_sync)  
            4'd0:  target_next = 32'd12_500_000;    
            4'd1:  target_next = 32'd25_000_000;    
            4'd2:  target_next = 32'd50_000_000;    
            4'd3:  target_next = 32'd100_000_000;   
            4'd4:  target_next = 32'd150_000_000;   
            4'd5:  target_next = 32'd200_000_000;   
            4'd6:  target_next = 32'd300_000_000;   
            4'd7:  target_next = 32'd400_000_000;   
            4'd8:  target_next = 32'd600_000_000;   
            4'd9:  target_next = 32'd800_000_000;   
            4'd10: target_next = 32'd1_000_000_000; 
            4'd11: target_next = 32'd1_200_000_000; 
            4'd12: target_next = 32'd1_500_000_000; 
            4'd13: target_next = 32'd2_000_000_000; 
            4'd14: target_next = 32'd2_500_000_000; 
            default:  
                      target_next = 32'd3_000_000_000; 
        endcase
    end
    logic [31:0] current_target;   
    logic [31:0] count;
    logic        led_q;
    always_ff @(posedge clk) begin
        if (rst) begin
            count         <= 32'd0;
            current_target <= 32'd100_000_000;  
            led_q         <= 1'b0;             
        end else begin
            if (count == current_target - 1) begin  
                count         <= 32'd0;            
                led_q         <= ~led_q;           
                current_target <= target_next;    
            end else begin
                count <= count + 1;  
            end
        end
    end
    assign led0 = led_q;
endmodule
==> flow_summary.json <==
{
  "floorplan.die_area_um2": 8930,
  "postSynthSeqShare": 0.318,
  "post-cts-setup-buffers": 0,
  "ctsLongestPathBuffers": 2,
  "postSynthRegisterBits": 68,
  "count_of_cell_types_in_the_netlist": 64,
  "synthTopLogicFamily": "simple AND/OR/NAND/NOR gates",
  "synth.cellmix.adderShare": 0.0322,
  "cts.sink_count": 68,
  "drc": 0,
  "worstMarginPinSlew_ns": 0.792,
  "cts_inserted_buffers": 9,
  "detail_route.first_pass.iterations": 5,
  "warnings": 32,
  "endpoint_kind": "flop",
  "fin_skew_ns": 0.0122,
  "postSynthCellCount": 533,
  "period_utilisation_layout": 0.550,
  "rsz_0062_raised_after_global_routing": "no",
  "globalRouteOverflowTotal": 0,
  "maxSlewViolCount": 0,
  "compound_area_frac": 0.177,
  "edf_count": 0,
  "share_of_cells_above_drive_strength_1": 0.0686,
  "grt_start_max_net_pins": 52,
  "dr_total_vias": 3811,
  "clock_power_share": 0.414,
  "routedWlPerCell_um": 16.9,
  "detailedRoute.firstIterationViolations": 188,
  "synthArstFlopShare": 0,
  "cellPowerDensity_nw_per_um2": 139,
  "first_global_vias": 3398,
  "grt_antenna_before_repair": 0,
  "worst-path-max-fanout": 28,
  "ys_warn_count": 1,
  "buffer_ports.inserted": 6,
  "cts-htree-levels": 3,
  "antenna_cells_inserted": 0,
  "die-width_um": 94.5,
  "route.detailed.vias_per_inst": 6.05,
  "place.gp.congestion": 1.00,
  "crit_path_top_delay_cell": "sky130_fd_sc_hd__or4b_1",
  "ctsResizeCount": 0,
  "fin_util": 0.550,
  "area.growth.synth_to_final_pct": 6.05,
  "worst-endpoint-arrival_ns": 4.79,
  "clock_insertion_delay_worst_skew_ns": 0.35,
  "finalHoldViolCount": 0,
  "number_of_nets_still_failing_antenna_checks_after_routing": 0,
  "cts_hold_buffers": 0,
  "final-setup-viol-count": 0,
  "required_ns": 8.48,
  "track_usage": 0.258,
  "vdd.ir_drop.worst_mv": 0.0784,
  "synth.area.mux_share": 0.0140,
  "switch_pwr_uw": 174,
  "floorplan.initialDensity": 0.518,
  "clock_tree_from_tritoncts": "done",
  "simple_gate_share": 0.295,
  "ys_cells": 533,
  "period_minus_slack_ns": 4.51,
  "synth.cell_area_um2": 4280,
  "core_um2": 8260,
  "fin_worst_hold_slack_ns": 0.332,
  "cpPeakStageDelay_ns": 0.84,
  "max_freq_mhz": 222,
  "rel_slew_slack": 0.467,
  "startpoint_type": "flop",
  "dpl-instance-area_um2": 4360,
  "critPathKind": "reg2reg",
  "run_status": "completed",
  "flip_flop_cell_with_the_highest_count_after_synthesis": "sky130_fd_sc_hd__dfxtp_1",
  "dp.final_hpwl_um": 7640,
  "power.leakage_uw": 0.00149,
  "power.share.switching": 0.274,
  "setup_total_negative_slack_ns": 0,
  "timing.critical_path.cells": "inv_1 -> ha_1 -> nor4b_1 -> nand4_1 -> o21ai_0 -> nand2_1 -> nor4_1 -> or4b_1 -> nor2_2 -> buf_4 -> mux2i_1",
  "internal_power_uw": 459,
  "power.share.sequential": 0.531,
  "cts.clk_slew.worst_paths_ns": 0.09,
  "synth-area-yosys_um2": 4280,
  "routed_wl_um": 10600,
  "avgSynthCellArea_um2": 8.03,
  "grt_first_pass_wirelength_um": 17500,
  "placementRows": 33,
  "io_pins": 7,
  "comb_power_share": 0.055,
  "postLayoutCellArea_um2": 4540,
  "clockRootBuffer": "sky130_fd_sc_hd__clkbuf_8",
  "cap_violations": 0,
  "worst_hold_path_type": "reg2reg",
  "xor_area_frac": 0.117,
  "die_height_um": 94.5
}
power by group through the flow:
| stage | sequential [uW] | combinational [uW] | clock [uW] |
|---|---|---|---|
| 6_report | 336 | 35.0 | 262 |
| 4_1_cts | 336 | 35.0 | 268 |
| 5_1_grt | 336 | 39.7 | 283 |
worst max-delay path, delay by kind of cell (launching register included):
| kind | cells | cell delay (ns) |
|---|---|---|
| DFF | 1 | 0.36 |
| adders and majority gates | 1 | 0.24 |
| muxes | 1 | 0.22 |
| buffers and inverters | 2 | 0.49 |
| AOI/OAI and AO/OA | 1 | 0.34 |
| and+or+nand+nor | 6 | 2.78 |
path summary, 6_finish.rpt:
path | start | end | slack (ns) | depth (start not counted)
worst max-delay path | current_target[5] | current_target[30] | 3.69 | 11
worst min-delay path | sw_ff1[2] | sw_ff2[2] | 0.33 | 0
worst max register to register | current_target[5] | current_target[30] | 3.69 | 11
worst min register to register | sw_ff1[2] | sw_ff2[2] | 0.33 | 0
layout make-up:
cell class                      instances  area, um2
Multi-Input combinational cell        418       2720
Tap cell                              105        131
Timing Repair Buffer                   12        100
Sequential cell                        68       1360
Clock inverter                          7       57.6
Inverter                               11       41.3
Fill cell                             798       3720
Clock buffer                            9        124
cells by family after synthesis:
kind of cell / after synthesis
adders and majority gates: 11
and+or+nand+nor: 225
AOI/OAI and AO/OA: 119
xor gates and xnor gates: 57
DFF: 68
buffers and inverters: 47
muxes: 6
per-layer routing:
metal	global-route usage	share of wire	up-vias
met1	0.401	0.49	1788
met2	0.406	0.46	83
met4	0.0278	0.012	0
li1	-	-	1931
met3	0.0327	0.037	9
met5	0	0	-
cells in the mapped netlist, types with 2 or more instances:
master / n / area share
sky130_fd_sc_hd__buf_1: 2 / 0.0018
sky130_fd_sc_hd__o21a_1: 2 / 0.0035
sky130_fd_sc_hd__xor2_1: 29 / 0.059
sky130_fd_sc_hd__a211oi_1: 4 / 0.0070
sky130_fd_sc_hd__a2111oi_0: 2 / 0.0041
sky130_fd_sc_hd__nand4_1: 12 / 0.018
sky130_fd_sc_hd__nor2_1: 32 / 0.028
sky130_fd_sc_hd__nor4_1: 7 / 0.010
sky130_fd_sc_hd__nor4b_1: 2 / 0.0041
sky130_fd_sc_hd__dfxtp_1: 68 / 0.32
sky130_fd_sc_hd__or3_1: 6 / 0.0088
sky130_fd_sc_hd__nand3_1: 35 / 0.041
sky130_fd_sc_hd__and4_1: 5 / 0.010
sky130_fd_sc_hd__inv_1: 11 / 0.0096
sky130_fd_sc_hd__o21ai_1: 3 / 0.0035
sky130_fd_sc_hd__nor3_1: 43 / 0.050
sky130_fd_sc_hd__and3_1: 8 / 0.012
sky130_fd_sc_hd__a21oi_1: 27 / 0.032
sky130_fd_sc_hd__or2_2: 3 / 0.0044
sky130_fd_sc_hd__buf_2: 7 / 0.0082
sky130_fd_sc_hd__or4_1: 5 / 0.0088
sky130_fd_sc_hd__a21o_1: 3 / 0.0053
sky130_fd_sc_hd__mux2i_1: 6 / 0.014
sky130_fd_sc_hd__nand2b_1: 10 / 0.015
sky130_fd_sc_hd__a311oi_1: 2 / 0.0041
sky130_fd_sc_hd__a22oi_1: 3 / 0.0053
sky130_fd_sc_hd__nor2b_1: 5 / 0.0073
sky130_fd_sc_hd__o2111ai_1: 5 / 0.010
sky130_fd_sc_hd__nand3b_1: 7 / 0.012
sky130_fd_sc_hd__buf_6: 2 / 0.0053
sky130_fd_sc_hd__xnor2_1: 28 / 0.057
sky130_fd_sc_hd__a211o_1: 4 / 0.0082
sky130_fd_sc_hd__ha_1: 11 / 0.032
sky130_fd_sc_hd__o211ai_1: 3 / 0.0053
sky130_fd_sc_hd__o21ai_0: 40 / 0.047
sky130_fd_sc_hd__clkbuf_1: 24 / 0.021
sky130_fd_sc_hd__a31oi_1: 5 / 0.0073
sky130_fd_sc_hd__nand2_1: 32 / 0.028
sky130_fd_sc_hd__o311ai_0: 5 / 0.010
placed cells by master, fill, tap and decap left out, drive strengths merged, types with 6 or more instances in the layout:
cell type / n
dfxtp: 68
nor3: 43
o21ai: 43
nand3: 35
nand2: 32
nor2: 32
xor2: 29
xnor2: 28
a21oi: 27
inv: 14
nand4: 12
ha: 11
nand2b: 10
clkbuf: 9
nor4: 9
and3: 8
nand3b: 7
buf: 7
or3: 6
mux2i: 6
or4: 6
registers in the layout, summed over array words and instances, names as in the netlist:
register        count
sw_ff1              4
current_target     27
led_q               1
sw_ff2              4
count              32
metrics by stage:
stage / cells / setup slack, ns / power, uW
after floorplan: 533 / 5.02 / 369
after global placement: 614 / 4.05 / 379
after detailed placement: 614 / 3.80 / 378
after CTS: 630 / 3.75 / 639
after global routing: 630 / 3.28 / 659
final: 630 / 3.69 / 633
Power and IR drop assume default switching activity.
