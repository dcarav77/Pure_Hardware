File: design/flow/run.sh
#!/bin/bash
# OpenROAD 26Q1-2900-gdf79404cd8, Yosys 0.63+post, stock flow scripts
make -C /OpenROAD-flow-scripts/flow DESIGN_CONFIG=/design/flow/config.mk WORK_HOME=/design/flow/orfs finish
File: design/flow/config.mk
export PLATFORM = sky130hd
export DESIGN_NAME = blinky
export DESIGN_NICKNAME = blinky
export VERILOG_FILES = /design/flow/design.v
export SDC_FILE = /design/flow/constraint.sdc
export NUM_CORES = 4
export LEC_CHECK = 1
export CORE_AREA = 10 10 99 99
export DIE_AREA = 0 0 109 109
File: design/flow/constraint.sdc
current_design blinky

set clk_period 3.9
set clk_io_pct 0.2

create_clock -name clk0 -period $clk_period [get_ports {clk}]

set non_clock_inputs [all_inputs -no_clocks]
set_input_delay [expr $clk_period * $clk_io_pct] -clock clk0 $non_clock_inputs
set_output_delay [expr $clk_period * $clk_io_pct] -clock clk0 [all_outputs]
File: design/flow/design.v
module blinky (
    input  wire clk,
    input  wire rst,    
    output reg  led0
);
    localparam int TOGGLE_CYCLES = 100_000_000 - 1;  
    reg [26:0] count = 27'd0;
    reg        led_q = 1'b0;
    always @(posedge clk) begin
        if (rst) begin
            count <= '0;
            led_q <= 1'b0;
        end else if (count == TOGGLE_CYCLES) begin
            count <= '0;
            led_q <= ~led_q;
        end else begin
            count <= count + 1;
        end
    end
    assign led0 = led_q;
endmodule
==> flow_metrics.env <==
# yosys + openroad results
export IMPL_outcome="complete, no violations"
export IMPL_cp_end_kind="flip-flop"
export IMPL_io_pins=3
export IMPL_switching_share_pct=19.85
export IMPL_place_inst=255
export IMPL_avgSynthCellArea_um2=8.553
export IMPL_clock_latency_ps=270
export IMPL_coreArea_um2=7727
export IMPL_finalCritPeriodShare_pct=54.57
export IMPL_critPathTopFamily="simple AND/OR/NAND/NOR gates"
export IMPL_drt_wl_total_um=2599
export IMPL_critPathLaunchType="flip-flop"
export IMPL_cpPeakStageDelay_ps=560
export IMPL_io_buffers=2
export IMPL_path_buffers=1
export IMPL_hold_viol=0
export IMPL_grt_usage_pct=4.332
export IMPL_critical_path_slowest_cell="or4_4"
export IMPL_cts_sinks=28
export IMPL_finClkSkew_ps=1.076
export IMPL_gp_congestion=0.7748
export IMPL_p_sw_uw=94.93
export IMPL_die_area_um2=11880
export IMPL_tool_warnings=25
export IMPL_vias_per_cell=4.320
export IMPL_ys_flops=28
export IMPL_tns_ps=0
export IMPL_drtIter0Drc=25
export IMPL_pwr_share_seq_pct=61.0
export IMPL_syn_area_um2=1351
export IMPL_crit_arrival_ps=2290
export IMPL_startpoint="count[17]"
export IMPL_place_hpwl_um=1857
export IMPL_relSlewSlack_pct=57.27
export IMPL_mi_logic_area_um2=738.2
export IMPL_p_int_uw=383.3
export IMPL_yosys_area_um2=1351
export IMPL_gr_total_overflow=0
export IMPL_antenna_found_initial=0
export IMPL_post_drt_wl_per_cell_um=10.03
export IMPL_grt_pass1_wl_um=4353
export IMPL_maxCapViolCount=0
export IMPL_vdd_ir_drop_max_uv=231.9
export IMPL_required_ps=4060
export IMPL_r2r_start="count[17]"
export IMPL_p_leak_uw=0.0004374
export IMPL_drive_gt1_share_pct=5.732
export IMPL_finalMaxSlewViolations=0
export IMPL_postCtsSetupRepairBufs=0
export IMPL_cellPowerDensity_nw_per_um2=315.3
export IMPL_grt_use_met2_pct=6.769
export IMPL_initial_core_util_pct=17.49
export IMPL_path_depth=5
export IMPL_die_w_um=109
export IMPL_stdcell_count=259
export IMPL_fmax_mhz=469.8
export IMPL_grt_use_met3_pct=1.075
export IMPL_synthCells=158
export IMPL_crit_type="reg2reg"
export IMPL_worstMarginPinSlew_ps=635.0
export IMPL_yosysWarnings=2
export IMPL_cts_tree="done"
export IMPL_fp_dieH_um=109
export IMPL_worstRegToRegCells=5
export IMPL_grt_max_degree=26
export IMPL_power_uw=478.2
export IMPL_htree_levels=1
export IMPL_hold_path_depth=2
export IMPL_drcViolationCount=0
export IMPL_rsz0062_at_grt="false"
export IMPL_crit_fanout=25
export IMPL_final_setup_viol_count=0
export IMPL_first_pass_iters=4
export IMPL_ys_types=27
export IMPL_worstPathCellList="or4_1, or4_4, o31ai_4, buf_4, nor2_1"
export IMPL_first_global_vias=962
export IMPL_rows=32
export IMPL_ys_seq_share_pct=41.48
export IMPL_busiest_layer="met2"
export IMPL_regArea_um2=560.5
export IMPL_vias=1119
export IMPL_hold_buffers=0
export IMPL_combPwrFrac_pct=2.7
export IMPL_numCtsBuffers=3
export IMPL_fin_crit_ps=2128
export IMPL_clkTransAtPathRegs_ps=90
export IMPL_diodes=0
export IMPL_area_growth_syn_to_layout_pct=12.22
export IMPL_ctsResizeCount=0
export IMPL_min_from="led_q"
export IMPL_ys_cells=158
export IMPL_cts_root_buf="clkbuf_8"
export IMPL_drtAntennaViolNets=0
export IMPL_grt_use_met1_pct=6.310
export IMPL_hold_path_class="reg2reg"
export IMPL_clk_path_buf_depth=2
export IMPL_fillers=849
export IMPL_clockPowerShare_pct=36.3
## final timing paths
check	end	slack (ps)
setup / recovery	count[10]	1770
setup reg to reg	count[10]	1770
hold / removal	led_q	500
hold reg to reg	led_q	500
## stage by stage
step / utilization, % / instance area (um^2) / hold WS [ps] / worst slack (ps)
detailed placement: 18.91 / 1461 / 483.0 / 1776
floorplan: - / 1351 / 432.9 / 1874
finish: 19.62 / 1516 / 499.5 / 1772
global route: 19.62 / 1516 / 532.2 / 1655
CTS: 19.62 / 1516 / 502.5 / 1766
global placement: 18.91 / 1461 / 474.8 / 1784
## worst reg2reg max path, stage by stage, from the launching register on
cell and delay, ps:
dfxtp_1 380, or4_1 520, or4_4 560, o31ai_4 170, buf_4 310, nor2_1 90
## power by group through the flow
stage | Clock (uW) | Combinational [uW] | Sequential (uW)
4_1_cts | 183 | 13.0 | 292
5_1_grt | 194 | 14.8 | 292
6_report | 174 | 12.9 | 292
## logic make-up (layout without fill, tap and decap cells)
kind of cell	after synthesis	count (layout)	synth area share [%]
and+or+nand+nor	80	80	32.87
DFF	28	28	41.48
AOI/OAI and AO/OA	26	26	12.41
xor gates and xnor gates	13	13	8.426
buffers and inverters	10	9	3.889
adders and majority gates	1	1	0.9258
## layer usage
| metal | up-vias | routed length (um) |
|---|---|---|
| met3 | 0 | 60 |
| met5 | - | 0 |
| met2 | 4 | 1161 |
| met1 | 527 | 1378 |
| met4 | 0 | 0 |
| li1 | 588 | - |
## final cells by class
type                            count  area share, %
Inverter                            2         0.4951
Sequential cell                    28          36.96
Clock buffer                        4          3.630
Multi-Input combinational cell    120          48.68
Timing Repair Buffer                3          1.815
Tap cell                          102          8.416
## cell usage in the layout, fill, tap and decap left out
master and n:
dfxtp_1 28, and3_1 4, and4_1 1, nor3_1 2
clkdlybuf4s50_1 2, ha_1 1, nor2_1 18, or4_1 9
or4_2 1, or4bb_1 1, clkbuf_8 4, nor4_1 2
o41ai_1 1, xnor2_1 3, buf_4 1, nand4_1 10
or4_4 1, or4b_1 1, o21ai_0 5, o31ai_4 1
nand3_1 13, nand2_1 9, inv_1 2, or3_1 7
a21oi_1 12, xor2_1 10, o31ai_1 7, or2_2 1
## Yosys cell counts, drive strengths merged
| library cell | instances | area (um^2) |
|---|---|---|
| a21oi | 12 | 60.06 |
| and3 | 4 | 25.02 |
| and4 | 1 | 8.760 |
| buf | 2 | 22.52 |
| clkbuf | 6 | 22.52 |
| dfxtp | 28 | 560.5 |
| ha | 1 | 12.51 |
| inv | 2 | 7.510 |
| nand2 | 9 | 33.78 |
| nand3 | 13 | 65.06 |
| nand4 | 10 | 62.56 |
| nor2 | 18 | 67.56 |
| nor3 | 2 | 10.01 |
| nor4 | 2 | 12.51 |
| o21ai | 5 | 25.02 |
| o31ai | 8 | 73.82 |
| o41ai | 1 | 8.760 |
| or2 | 1 | 6.260 |
| or3 | 7 | 43.79 |
| or4 | 11 | 87.58 |
| or4b | 1 | 10.01 |
| or4bb | 1 | 11.26 |
| xnor2 | 3 | 26.28 |
| xor2 | 10 | 87.58 |
## state kept, by name, summed over array words and instances, names as in the netlist
name	count
led_q	1
count	27
No activity file was given, so power comes from the tool's default toggle rates.
