## flow/run.sh

```bash
#!/bin/bash
# OpenROAD 26Q1-2900-gdf79404cd8, Yosys 0.63+post, stock flow scripts
make -C /OpenROAD-flow-scripts/flow DESIGN_CONFIG=/design/flow/config.mk WORK_HOME=/design/flow/orfs finish
```

## flow/config.mk

```make
export PLATFORM = sky130hd
export DESIGN_NAME = uart_echo
export DESIGN_NICKNAME = uart_echo
export VERILOG_FILES = /design/flow/design.v
export SDC_FILE = /design/flow/constraint.sdc
export NUM_CORES = 4
export LEC_CHECK = 1
export CORE_UTILIZATION = 30
```

## flow/constraint.sdc

```tcl
current_design uart_echo

set clk_period 8.2
set clk_io_pct 0.2

create_clock -name clk0 -period $clk_period [get_ports {clk}]

set non_clock_inputs [all_inputs -no_clocks]
set_input_delay [expr $clk_period * $clk_io_pct] -clock clk0 $non_clock_inputs
set_output_delay [expr $clk_period * $clk_io_pct] -clock clk0 [all_outputs]
```

## flow/design.v

```verilog
module uart_echo (
    input  logic clk,
    input  logic rst, 
    output logic uart_tx,
    input  logic uart_rx,
    output logic [7:0] seg,   
    output logic [3:0] an,     
    output logic led
);
localparam int BAUD_DIV = 868;
(* ASYNC_REG="TRUE" *) logic rx_ff1, rx_sync;
always_ff @(posedge clk) begin
  if (rst) begin
    rx_ff1  <= 1'b1;
    rx_sync <= 1'b1;
  end else begin
    rx_ff1  <= uart_rx;
    rx_sync <= rx_ff1;
  end
end
logic [31:0] rx_counter;
logic [3:0]  rx_bit_index;    
logic [7:0]  rx_shift;        
logic [7:0]  rx_data;         
logic        rx_valid;
logic        rx_busy;
logic [7:0]  rx_last_char;     
logic [31:0] tx_counter;
logic [3:0]  tx_bit_index;
logic [7:0]  tx_data;
logic        tx_busy;
always_ff @(posedge clk) begin
  if (rst) begin
    rx_counter   <= 32'd0;
    rx_bit_index <= 4'd0;
    rx_shift     <= 8'd0;
    rx_data      <= 8'd0;
    rx_valid     <= 1'b0;
    rx_busy      <= 1'b0;
  end else begin
    rx_valid <= 1'b0;  
    if (!rx_busy) begin
      if (rx_sync == 1'b0) begin
        rx_busy      <= 1'b1;
        rx_bit_index <= 4'd0;
        rx_counter   <= (BAUD_DIV >> 1);  
      end
    end else begin
      if (rx_counter != 32'd0) begin
        rx_counter <= rx_counter - 32'd1;
      end else begin
        case (rx_bit_index)
          4'd0: begin
            if (rx_sync != 1'b0) begin
              rx_busy      <= 1'b0;
              rx_bit_index <= 4'd0;
            end else begin
              rx_bit_index <= 4'd1;        
              rx_counter   <= BAUD_DIV;    
            end
          end
          4'd1,4'd2,4'd3,4'd4,4'd5,4'd6,4'd7,4'd8: begin
            rx_shift[rx_bit_index-1] <= rx_sync;
            rx_counter               <= BAUD_DIV;
            rx_bit_index             <= rx_bit_index + 4'd1;
          end
          4'd9: begin
            rx_data  <= rx_shift;    
            rx_valid <= 1'b1;
            rx_busy  <= 1'b0;
            rx_bit_index <= 4'd0;
          end
          default: begin
            rx_busy      <= 1'b0;
            rx_bit_index <= 4'd0;
          end
        endcase
      end
    end
  end
end
always_ff @(posedge clk) begin
    if (rst)
        rx_last_char <= 8'h00;
    else if (rx_valid)
        rx_last_char <= rx_data; 
end
logic [15:0] seg_refresh_div;   
logic [1:0]  seg_dig_sel;   
always_ff @(posedge clk) begin
    if (rst) begin
        seg_refresh_div <= 16'd0;    
        seg_dig_sel     <= 2'd0;
    end else begin
        seg_refresh_div <= seg_refresh_div + 16'd1;
        if (&seg_refresh_div)   
            seg_dig_sel <= seg_dig_sel + 2'd1;
    end
end
always_comb begin   
    an  = 4'b1110;      
    an = 4'b1110;
    case (rx_last_char)
        "A": seg = 8'b0001_0001;   
        "B": seg = 8'b1100_0001;   
        "C": seg = 8'b0110_0011;   
        "D": seg = 8'b1000_0101;   
        "E": seg = 8'b0110_0001;   
        "F": seg = 8'b0111_0001;   
        "G": seg = 8'b0000_1001;   
        default: seg = 8'b1111_1111;   
    endcase
end
always_ff @(posedge clk) begin
  if (rst) begin
    tx_busy      <= 1'b0;
    tx_counter   <= 32'd0;
    tx_bit_index <= 4'd0;
    tx_data      <= 8'd0;
    uart_tx      <= 1'b1;    
  end else begin
    if (rx_valid && !tx_busy) begin
      tx_busy      <= 1'b1;
      tx_data      <= rx_data;
      tx_counter   <= 32'd0;
      tx_bit_index <= 4'd0;
      uart_tx      <= 1'b0;  
    end
    else if (tx_busy) begin
      if (tx_counter == BAUD_DIV - 1) begin
        tx_counter <= 32'd0;
        case (tx_bit_index)
          4'd0: uart_tx <= tx_data[0];
          4'd1: uart_tx <= tx_data[1];
          4'd2: uart_tx <= tx_data[2];
          4'd3: uart_tx <= tx_data[3];
          4'd4: uart_tx <= tx_data[4];
          4'd5: uart_tx <= tx_data[5];
          4'd6: uart_tx <= tx_data[6];
          4'd7: uart_tx <= tx_data[7];
          4'd8: begin
            uart_tx <= 1'b1;  
            tx_busy <= 1'b0;  
          end
          default: uart_tx <= 1'b1;
        endcase
        tx_bit_index <= tx_bit_index + 4'd1;
      end else begin
        tx_counter <= tx_counter + 32'd1;
      end
    end
  end
end
assign led = rx_busy || rx_valid;
endmodule
```

==> impl_metrics.ini <==
; flow metrics
[run_status]
status = finished, final reports clean

[yosys]
synthTopCellsByArea = dfxtp_1 38%, nor2_1 6.6%, xor2_1 5.2%
synth_top_area_share_pct = 38.5
synth_cell_types = 66
ys_seq_share_pct = 38.5
largest_area_cell = dfxtp_1
fa_ha_area_share_pct = 4.59
syn_inst = 676
flop_cell = dfxtp_1
simple_gate_area_share_pct = 29.1
xor_share_pct = 8.42
edf_count = 0
synth_flops = 110
yosys_area_um2 = 5720
aoi_share_pct = 10.5
ys_warn_count = 1
mux_area_share_pct = 4.20
yosysCellCount = 676
synthTopLogicFamily = simple AND/OR/NAND/NOR gates
async_reset_ff_share_pct = 0
netlist_area_um2 = 5720
avgSynthCellArea_um2 = 8.47

[timing]
min_period_over_period_pct = 48.0
skew_ns = 0.0110
period_needed_ns = 3.93
rsz0062_at_grt = no
setup_viol = 0
slew_headroom_pct = 39.2
holdWs_ns = 0.418
worstMarginPinSlew_ns = 0.903
fmax_mhz = 254
hold_viol = 0
fin_setup_tns_ns = 0
final_max_slew_viol_count = 0

[pwr]
power_density_nw_per_um2 = 301
vdd_drop_max_mv = 0.183
p_leak_uw = 0.00232

[grt]
antenna_found_initial = 0
grt_pass1_vias = 4024
grt_pass1_wl_um = 19100
grt_usage_pct = 11.8
grt_overflow = 0
grt_max_degree = 52

[place]
hpwl_um = 7510
io_buffers = 11
place.gp.congestion = 0.830

[setup_path]
required_ns = 8.49
r2r_setup_slack_ns = 4.27
crit_path_max_fanout = 8
worst_ep_arrival_time_ns = 4.22
end_kind = flip-flop
worst_setup_path_start_kind = flip-flop
rr_endpoint = rx_shift[5]
r2r_cells = 13
crit_type = reg -> reg
cp-endpoint = rx_shift[5]
reg2reg_from = rx_bit_index[2]
cp-startpoint = rx_bit_index[2]

[route]
drt-total-wl_um = 11100
drc = 0
postRouteAntennaNets = 0
drt_pass1_iterations = 7
drt_iter0_drc = 240
wl_per_cell_um = 12.2
vias_per_cell = 4.86
num_vias = 4451
num_antenna_cells = 0

[clocking]
post-cts-setup-buffers = 0
cts_buffers = 9
cts.repair.resized = 0
clkLatencyLatePin_ns = 0.36
cts_tree = done
ctsHoldBuffers = 0
clk_path_buf_depth = 2
root_buffer = clkbuf_16
cts.clk_slew.worst_paths_ns = 0.07
cts_num_sinks = 110
htreeDepth = 3

[finish]
seq_area_um2 = 2200
layout_top_cells = 110 x dfxtp_1, 101 x nor2_1, 63 x nand2_1
fill_cells = 1911
layout_top_cell = dfxtp_1
mi_logic_area_um2 = 3270
layout-drive-gt1-share_pct = 7.92
synthToLayoutAreaGrowth_pct = 9.73

[hold_path]
min_path_type = reg -> reg

[floorplan]
initial_core_util_pct = 30.6
die-height_um = 140
die_x_um = 140
chip_area_um2 = 19600
rows = 50
core_um2 = 18700
num_io_pins = 17

[job]
warnings = 35
maxCapViolations = 0
-- report_power, final --
group	switching (uW)	internal (uW)	total (uW)
sequential	65.2	595	660
clock	202	218	420
combinational	564	250	814
total	831	1060	1890
-- routing by layer --
| metal | GRT usage, % | wire, um |
|---|---|---|
| met1 | 18.2 | 5960 |
| met2 | 18.0 | 4700 |
| met3 | 2.02 | 320 |
| met4 | 1.56 | 151 |
| met5 | 0 | 0 |
-- sequential cells by signal, indices dropped and copies added, names as in the netlist --
register,cells
rx_busy,1
rx_bit_index,4
rx_counter,32
tx_data,8
rx_data,8
rx_shift,8
rx_sync,1
uart_tx,1
tx_busy,1
tx_counter,32
rx_last_char,8
tx_bit_index,4
rx_ff1,1
rx_valid,1
-- logic make-up after synthesis --
family                   Yosys count
AND-OR/OR-AND                     93
XOR/XNOR                          55
adder cells (fa/ha/maj)           21
buffers and inverters             51
flip-flops                       110
multiplexers                      24
other                              2
AND/OR/NAND/NOR                  320
-- stage by stage --
step                std cells  power [uW]  utilization (%)  area [um^2]  worst slack (ns)
global placement          900        1470             32.1         6000              4.40
floorplan                 679        1310                -         5740              4.71
global route              916        2030             33.6         6280              3.99
CTS                       916        1900             33.6         6280              4.30
finish                    916        1890             33.6         6280              4.27
detailed placement        900        1470             32.1         6000              4.32
-- critical path, stage by stage, from the launching register on --
cell and delay, ns:
dfxtp_1 0.50, inv_1 0.16, ha_1 0.20, a21boi_0 0.21
xnor2_1 0.18, inv_1 0.07, nor2_1 0.28, nand3_1 0.12
ha_1 0.31, or4b_2 0.69, nor4_1 0.38, nand4_1 0.27
nor3b_1 0.31, mux2i_1 0.20
-- final cells by class --
cell class                 instances  area share (%)
timing repair buffer              18            2.51
multi-input combinational        518            52.1
clock buffer                      11            3.86
sequential                       110            35.1
inverter                          20            1.20
tap                              234            4.66
clock inverter                     5           0.618
-- worst min-delay path by stage --
stage | start | to | slack [ns] | cells past startpoint
after CTS | rx_ff1 | rx_sync | 0.42 | 1
after global routing | rx_ff1 | rx_sync | 0.43 | 1
final | rx_ff1 | rx_sync | 0.42 | 1
-- cell usage after synthesis (3+ instances only) --
cell type    n
dfxtp_1    110
nor2_1     101
nand2_1     63
xor2_1      34
a21oi_1     31
nand3_1     26
mux2i_1     24
ha_1        21
xnor2_1     21
inv_1       20
nor3_1      19
o21ai_0     19
clkbuf_1    17
nor4_1      17
nand2b_1    16
nand4_1     15
o211ai_1     9
or2_2        8
nor2_2       7
nor2b_1      6
and3_1       5
buf_4        5
a211oi_1     4
a22oi_1      4
buf_2        4
nor3b_1      4
nor4_4       4
or3_1        4
and2_1       3
nand4b_1     3
nor4b_1      3
o22ai_1      3
or4_1        3
Power figures rest on the tool's default switching activity, not on a simulated workload.
